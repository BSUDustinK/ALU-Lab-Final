===== config.mk =====
export PLATFORM = sky130hd
export DESIGN_NAME = top
export DESIGN_NICKNAME = top
export VERILOG_FILES = /design/flow/design.v
export SDC_FILE = /design/flow/constraint.sdc
export NUM_CORES = 4
export LEC_CHECK = 1
export CORE_UTILIZATION = 50

===== constraint.sdc =====
current_design top

set clk_period 3.2
set clk_io_pct 0.2

create_clock -name clk0 -period $clk_period [get_ports {btnC}]
create_clock -name clk1 -period $clk_period [get_ports {clk}]

set non_clock_inputs [all_inputs -no_clocks]
set_input_delay [expr $clk_period * $clk_io_pct] -clock clk0 $non_clock_inputs
set_output_delay [expr $clk_period * $clk_io_pct] -clock clk0 [all_outputs]

===== design.v =====
module clock_div
#(
    parameter DIVIDE_BY =17
)
(
    input clock,
    input reset,
    output reg div_clock
);  
    wire [DIVIDE_BY-1:0] net;
    wire [DIVIDE_BY-1:0] slowerClock;
    dff inst(
        .reset(reset),
        .clock(clock),
        .D(net[0]),
        .Q(slowerClock[0]),
        .NotQ(net[0])
    );
    genvar i;
    generate
        for(i=0; i<DIVIDE_BY-1; i= i+1)begin
            dff inst(
                .reset(reset),
                .clock(slowerClock[i]),
                .D(net[i+1]), 
                .Q(slowerClock[i+1]),
                .NotQ(net[i+1])
            );    
        end
    endgenerate
    always@(*) begin
        div_clock <= slowerClock[DIVIDE_BY-1];
    end
endmodule
module dff(
    input reset,
    input clock,
    input D,
    output reg Q,
    output NotQ
);
    assign NotQ = ~Q;
    always @(posedge reset, posedge clock) begin
        if (reset) begin
            Q <= 0;
        end else if (clock) begin
            Q <= D;
        end
    end
endmodule
module full_adder(
    input [7:0] A,
    input [7:0] B,
    output reg [7:0] Yout
    );
wire [7:0] C;
wire [7:0] Y;
assign Y[0] = A[0] ^ B[0];
assign C[0] = A[0] & B[0];
genvar i;
generate
    for(i=1; i<8; i=i+1)begin
        assign Y[i] = A[i] ^ B[i] ^ C[i-1];
        assign C[i] = (A[i] & B[i]) | (A[i] & C[i-1]) | (B[i] & C[i-1]); 
    end
endgenerate
always@(*)begin
    Yout <= Y;
end
endmodule
module operations(
input reset,     
input doAction,  
input [3:0] operationAddr,  
input [7:0] dataIn,  
output [7:0] outY, 
output [7:0] outA,
output [7:0] outB
);
reg [7:0] temp;
reg [7:0] Y;
reg [7:0] A;
reg [7:0] B;
wire [7:0] compA;
wire [7:0] compB;
wire [7:0] fullAdder;
wire [7:0] fullSub;
twos_compliment compAop(
    .In(A),
    .Out(compA)
);
twos_compliment compBop(   
    .In(B),             
    .Out(compB)
);                      
full_adder add(
.A(A),
.B(B),
.Yout(fullAdder)
);
full_adder sub(
.A(A),         
.B(compB),         
.Yout(fullSub)  
);             
always@(posedge doAction, posedge reset)begin
    if(reset)begin 
        A<=0;
        B<=0;
        Y<=0;
    end else if(doAction)begin 
        case(operationAddr)
            0: Y <= fullAdder;    
            1: Y <= fullSub;   
            2: Y <= (A << 1);
            3: Y <= (A >> 1);
            4: Y <= (A == B) ? 0 : (A > B) ? 1 : -1;
            5: Y <= (A && B);
            6: Y <= (A || B);
            7: Y <= (A ^ B);    
            8: Y <= !(A & B);   
            9: Y <= !(A | B);   
            10: Y <= !(A ^ B);  
            11: Y <= ~A;
            12: Y <= compA;
            13: A <= Y;
            14: begin
                temp <= B;
                B <= A;
                A <= temp;
                end
            15: A <= dataIn;
        endcase
    end
end
assign outA = A;
assign outB = B;
assign outY = Y;
endmodule
module seven_seg_decoder(
    input [7:0] Y,
    input [3:0] operation,
    input [3:0] anode,
    output reg [6:0] segs
);
    reg [3:0] selected_sig;
    always@(*) begin
       case (anode)
          4'b1110: selected_sig <= operation;   
          4'b1101: selected_sig <= 15;   
          4'b1011: selected_sig <= Y[3:0];        
          4'b0111: selected_sig <= Y[7:4];        
       endcase
           case(selected_sig)
                0: segs  <= 7'b1000000;        
                1: segs  <= 7'b1111001;        
                2: segs  <= 7'b0100100;        
                3: segs  <= 7'b0110000;        
                4: segs  <= 7'b0011001;        
                5: segs  <= 7'b0010010;        
                6: segs  <= 7'b0000010;        
                7: segs  <= 7'b1111000;        
                8: segs  <= 7'b0000000;
                9: segs  <= 7'b0010000;        
                10: segs <= 7'b0001000;        
                11: segs <= 7'b0000011;        
                12: segs <= 7'b1000110;        
                13: segs <= 7'b0100001;        
                14: segs <= 7'b0000110;        
                15: segs <= 7'b0001110;       
            endcase
    end
endmodule
module seven_seg_scanner(
    input div_clock,
    input reset,
    output reg [3:0] anode
);
    integer i;
    always@(posedge div_clock,posedge reset) begin
    if(reset)begin
     i = 0; 
     end   
    else begin i <= (i+1)%4;
    case(i)
        0: anode <= {1'b1,1'b1,1'b1,1'b0};
        1: anode <= {1'b1,1'b1,1'b1,1'b1};  
        2: anode <= {1'b1,1'b0,1'b1,1'b1};
        3: anode <= {1'b0,1'b1,1'b1,1'b1};
    endcase
    end
    end
endmodule
module top(
    input [15:0] sw,
    input btnC,
    input btnU,
    input clk,
    output [15:0] led,
    output [6:0] seg,
    output [3:0] an
);
wire [7:0] displayY;
wire [3:0] anode;
wire div_clock;
operations ALU(
    .reset(btnU),    
    .doAction(btnC), 
    .operationAddr(sw[3:0]), 
    .dataIn(sw[15:8]),
    .outA(led[15:8]),  
    .outB(led[7:0]),  
    .outY(displayY[7:0])  
);
clock_div div(
    .clock(clk),
    .reset(btnU),
    .div_clock(div_clock)
);
seven_seg_scanner scanner(
    .div_clock(div_clock),
    .reset(btnU),
    .anode(anode[3:0])  
);
seven_seg_decoder decoder(
    .Y(displayY[7:0]),
    .operation(sw[3:0]),
    .anode(anode[3:0]),
    .segs(seg[6:0])
);
assign an = anode;
endmodule
module twos_compliment(
    input [7:0] In,
    output [7:0] Out
);
wire [7:0]addOne;
wire Carry[7:0];
genvar i;                              
for(i=0;i<8;i=i+1)begin                         
    assign addOne[i] = ~In[i];                     
end
full_adder addonemore(
    .A(addOne[7:0]),
    .B(8'b00000001),
    .Yout(Out[7:0])
);
endmodule

===== run.sh =====
#!/bin/bash
# OpenROAD 26Q1-2900-gdf79404cd8, Yosys 0.63+post, stock flow scripts
make -C /OpenROAD-flow-scripts/flow DESIGN_CONFIG=/design/flow/config.mk WORK_HOME=/design/flow/orfs finish

==> results_dict.tcl <==
# yosys + openroad results
set metrics [dict create \
    whs_path_depth 1 \
    maxCapViolCount 0 \
    area_growth_pct 20.3 \
    row_count 32 \
    vias 3300 \
    status "complete, but fails checks" \
    wl_met2_um 4740 \
    globalRouteOverflowTotal 0 \
    wl_met3_um 735 \
    setup_viol 2 \
    yosysTopAreaCell "dfrtp_1" \
    syn_area_um2 4040 \
    dpl.hpwl_um 7820 \
    wl_met1_um 4740 \
    p_leak_uw 0.00215 \
    antenna_cells 0 \
    rsz0062_at_grt "true" \
    tightest_slew_ps 658 \
    slew_violations 0 \
    reg2regPathDepth 15 \
    die_width_um 91.9 \
    numSynthFlops 59 \
    peakVddDrop_mv 0.262 \
    tns_ps -302 \
    fp.dieH_um 91.9 \
    warnings 60 \
    synthArstFlopShare_pct 74.6 \
    start_kind "flop" \
    track_usage_pct 27.7 \
    violations "negative setup slack" \
    worst_slack_ps -242 \
    h-tree-depth 2 \
    via_per_inst 5.65 \
    area_leaders "dfrtp_1 (27%), ha_1 (15%), edfxtp_1 (8.2%)" \
    yosys-stat-area_um2 4040 \
    logic_area_um2 2320 \
    finClkSkew_ps 8.39 \
    clockBufferDepth 2 \
    grt_pass1_vias 3334 \
    ys_cells 423 \
    antenna_found_initial 0 \
    untimed_endpoints 39 \
    drtIter0Drc 196 \
    synth-edff-count 11 \
    fillers 677 \
    flop_cell "dfrtp_1" \
    required_ps 3420 \
    critPathMaxFanout 6 \
    cts_tree "done" \
    fin_util_pct 62.5 \
    core_area_um2 7770 \
    synth_cell_types 63 \
    ios 46 \
    io_buffers 39 \
    dr.pass1.iters 4 \
    cp.arrival_ps 3660 \
    routedWlPerCell_um 17.7 \
    yosys_warnings 6 \
    numCtsBuffers 5 \
    dieArea_um2 8440 \
    core_util_floorplan_pct 52.0 \
    critPathCaptureType "flop" \
    postCtsHoldBufs 0 \
    yosys-top-cells-count "inv_1 (50), ha_1 (47), dfrtp_1 (44)" \
    crit_type "flop to flop" \
    most_common_cell "inv_1" \
    post_layout_nonfiller_instances 584 \
    root_buffer "clkbuf_8" \
    powerDensity_nw_per_um2 477 \
    drcViolationCount 0 \
    gp_congestion 0.903 \
    grt_first_pass_wirelength_um 17400 \
    netlist_instances 423 \
    unclocked_pins 26 \
    top_cell_area_share_pct 27.3 \
    dp_cells 574 \
    routed_wirelength_um 10300 \
    maxSlewHeadroom_pct 55.9 \
    drive_above_1_share_pct 12.7 \
    avgSynthCellArea_um2 9.54 \
    flop_area_um2 1490 \
    grt_max_degree 31 \
    cts.clk_slew.worst_paths_ps 70 \
    top_layer "met4" \
    antenna_left 0 \
    hold_viol 0 \
    worstHoldPathType "flop to flop" \
]
-- cell type report --
| type | count | share of cell area, % |
|---|---|---|
| Multi-Input combinational cell | 295 | 47.7 |
| Sequential cell | 59 | 30.7 |
| Timing Repair Buffer | 70 | 12.8 |
| Inverter | 50 | 3.87 |
| Tap cell | 102 | 2.63 |
| Clock buffer | 6 | 1.49 |
| Clock inverter | 2 | 0.722 |
-- metal layers --
metal  track usage, %  vias up
met1             44.1     1568
met2             41.5      120
li1                 -     1604
met4             4.69        0
met5                0        -
met3             5.91        8
-- path summary, 6_finish.rpt --
path / from / to / slack (ps)
min in group asynchronous: btnU / ALU.B[4]$_DFFE_PP0P_ / 1240
min: div.inst.Q$_DFF_PP0_ / div.inst.Q$_DFF_PP0_ / 410
max reg2reg: ALU.B[0]$_DFFE_PP0P_ / ALU.Y[6]$_DFFE_PP0P_ / -240
max in group asynchronous: btnU / div.inst.Q$_DFF_PP0_ / 1400
max in group clk1: div.inst.Q$_DFF_PP0_ / div.inst.Q$_DFF_PP0_ / 2720
min reg2reg: div.inst.Q$_DFF_PP0_ / div.inst.Q$_DFF_PP0_ / 410
max: ALU.B[0]$_DFFE_PP0P_ / ALU.Y[6]$_DFFE_PP0P_ / -240
min in group clk0: ALU.temp[2]$_DFFE_PP_ / ALU.A[2]$_DFFE_PP0P_ / 550
-- logic make-up (layout without fill, tap and decap cells) --
logic type               Yosys count  after routing  synth area share [%]
buffers and inverters             69            128                  6.91
AND/OR/NAND/NOR                  114            114                  14.1
flip-flops                        55             55                  35.5
AND-OR/OR-AND                     98             98                  16.1
XOR/XNOR                           7              7                  1.52
adder cells (fa/ha/maj)           57             57                  19.5
latches                            4              4                  1.49
multiplexers                      18             18                  4.84
other                              1              1                0.0929
-- flip-flops by register name, indices dropped and copies added, names as in the netlist --
name and cells:
decoder.selected_sig 4, scanner.anode 3, ALU.Y 8, scanner.i 3, div.genblk1.inst.Q 16, ALU.A 8
ALU.temp 8, ALU.B 8, div.inst.Q 1
-- cell usage in the layout (no fill, tap or decap), types with 5 or more instances in the layout --
cell,synthesis,final
nand3b_1,5,5
fa_2,0,6
nand3_1,9,9
o22ai_1,17,17
inv_1,50,46
ha_1,47,45
a21oi_1,23,21
nand2b_1,7,7
mux2i_1,15,15
edfxtp_1,11,11
nor4_1,5,5
clkdlybuf4s50_1,0,39
o221ai_1,6,6
o21ai_0,19,18
nand2_1,33,33
xnor2_1,6,6
clkbuf_8,0,5
buf_4,1,31
dfrtp_1,44,43
nor3_1,8,8
nor2_1,25,24
-- through the flow --
| stage | power, µW | hold WS [ps] | worst slack [ps] | instance area, µm² |
|---|---|---|---|---|
| detailed placement | 1910 | 413 | -260 | 4720 |
| global placement | 1890 | 414 | -253 | 4720 |
| global route | 2530 | 431 | -417 | 4850 |
| finish | 2320 | 409 | -242 | 4850 |
| CTS | 2310 | 414 | -228 | 4840 |
| floorplan | 1390 | 390 | -101 | 4080 |
-- worst max-delay path, stage by stage (launching register included) --
cell     delay (ps)
dfrtp_2         450
inv_2            90
ha_4            200
a21oi_2         110
nor2_1           70
fa_2            350
fa_2            390
fa_2            340
inv_2            70
fa_2            190
fa_1            400
or3_1           310
o21ai_1          80
and3b_1         170
nor3_1           50
a21oi_1         120
-- report_power, final --
group          internal (µW)  switching, µW
registers                524            151
clock network            231            153
logic                    637            621
-- timing repair --
item | 4_1_cts | 5_1_grt
pin swaps | 4 | 3
endpoints found under the setup margin | 3 | 3
gates resized | 2 | 4
buffers inserted | 2 | 0
Power and IR drop assume default switching activity.
